==> design/flow/run.sh <==
#!/bin/bash
# OpenROAD 26Q1-2900-gdf79404cd8, Yosys 0.63+post, stock flow scripts
make -C /OpenROAD-flow-scripts/flow DESIGN_CONFIG=/design/flow/config.mk WORK_HOME=/design/flow/orfs finish
==> design/flow/constraint.sdc <==
current_design TrafficLight

set clk_period 3.5
set clk_io_pct 0.2

create_clock -name clk0 -period $clk_period [get_ports {clk}]

set non_clock_inputs [all_inputs -no_clocks]
set_input_delay [expr $clk_period * $clk_io_pct] -clock clk0 $non_clock_inputs
set_output_delay [expr $clk_period * $clk_io_pct] -clock clk0 [all_outputs]
==> design/flow/config.mk <==
export PLATFORM = sky130hd
export DESIGN_NAME = TrafficLight
export DESIGN_NICKNAME = TrafficLight
export VERILOG_FILES = /design/flow/design.v
export SDC_FILE = /design/flow/constraint.sdc
export NUM_CORES = 4
export LEC_CHECK = 1
export CORE_AREA = 10 10 70 70
export DIE_AREA = 0 0 80 80
==> design/flow/design.v <==
module TrafficLight(
  input wire clk,
  input wire reset,
  output reg red,
  output reg yellow,
  output reg green
);
reg [4:0] state;
reg [4:0] count;
parameter R_TIME = 20; 
parameter RY_TIME = 5;    
parameter G_TIME = 25;   
parameter Y_TIME = 5;     
parameter IDLE = 4'b0000;
parameter RED = 4'b0001;
parameter RED_YELLOW = 4'b0010;
parameter GREEN = 4'b0100;
parameter YELLOW = 4'b1000;
always @(posedge clk or posedge reset) begin
  if (reset) begin
    state <= IDLE;
    count <= 0;
  end else begin
    case (state)
      IDLE: begin
        state <= RED;
        count <= R_TIME;
      end
      RED: begin
        if (count == 0) begin
          state <= RED_YELLOW;
          count <= RY_TIME;
        end else begin
          count <= count - 1;
        end
      end
      RED_YELLOW: begin
        if (count == 0) begin
          state <= GREEN;
          count <= G_TIME;
        end else begin
          count <= count - 1;
        end
      end
      GREEN: begin
        if (count == 0) begin
          state <= YELLOW;
          count <= Y_TIME;
        end else begin
          count <= count - 1;
        end
      end
      YELLOW: begin
        if (count == 0) begin
          state <= RED;
          count <= R_TIME;
        end else begin
          count <= count - 1;
        end
      end
    endcase
  end
end
always @(state) begin
  case (state)
    IDLE: begin
      red <= 0;
      yellow <= 0;
      green <= 0;
    end
    RED: begin
      red <= 1;
      yellow <= 0;
      green <= 0;
    end
    RED_YELLOW: begin
      red <= 1;
      yellow <= 1;
      green <= 0;
    end
    GREEN: begin
      red <= 0;
      yellow <= 0;
      green <= 1;
    end
    YELLOW: begin
      red <= 0;
      yellow <= 1;
      green <= 0;
    end
  endcase
end
endmodule
==> job_summary.md <==
## PnR job results

| Metric | Value |
|---|---|
| Buffers and inverters on the worst path | 1 |
| IO buf count | 4 |
| Number of distinct standard cells referenced by the synthesized netlist | 27 |
| Ys cells | 56 |
| Startpoint of the worst-slack reg-to-reg timing path | count[0] |
| Horizontal die size | 80 um |
| Share of flip-flops with an asynchronous set or reset after synthesis | 76.92% |
| First-pass GRT wire length | ~1.8 mm |
| Fraction of the cycle the final worst path needs | around 60% |
| Number of top-level pins | 5 |
| Core Box Area | around 3400 sq um |
| Min cycle time layout | between 2 and 2.5 ns |
| Count of endpoints without a timing constraint | 6 |
| IR Drop Worst-Case VDD | 0.0001890 V |
| Total leakage power | around 0.00030 uW |
| Status | finished, final reports clean |
| Primary FF master, synth | dfrtp_1 |
| Post-layout utilization of the core | 19.85% |
| Cell type with the largest total area after synthesis | dfrtp_1 |
| Element type at the critical path start | flop |
| Synthesized area per cell | 9.741 sq um |
| Number of violations of the max-capacitance limit | 0 |
| Worst path cell trace | inv_1 -> ha_1 -> or4b_1 -> a2111oi_0 -> o311ai_0 |
| Sum of overflow across all layers after global routing | 0 |
| Layout cell share with drive strength beyond 1 | 14.29% |
| Reg-to-reg endpoint | count[2] |
| Post-synthesis instance area | about 550 sq um |
| Number of buffers inserted by post-CTS setup repair | 0 |
| Clock tree from TritonCTS | done |
| Startpoint of the tightest hold check path | count[0] |
| Arrival time at the worst endpoint | 2.19 ns |
| Clock tree root buffer cell | clkbuf_4 |
| Weighted congestion at the end of routability-driven global placement | 0.8261 |
| Clock H-tree levels | 1 |
| Number of register pins that no clock reaches | 3 |
| CTS hold repair buffers | 0 |
| Ys Warns | 1 |
| Number of global-route vias before repair | 433 |
| Maximum frequency from static timing analysis | around 490 MHz |
| Sort of element at the end of the critical path | flop |
| Final routed wire length divided by cell count | 9.303 um |
| Synth area leaders | dfrtp_1 41%, nand2_1 10%, dlxtn_1 8.3% |
| Core Density at Floorplan | around 16% |
| Critical path fanouts, max | 8 |
| Area of all placed cells without fillers | 678.2 sq um |
| Combined global-route utilization of all metal layers | 3.339% |
| Proportion of netlist area held by the largest area contributor | 41.28% |
| Number of placement rows | 21 |
| Most frequent logic cell in the layout | nand2_1 |
| Slew Limit Fails | 0 |
| Vias per Instance | 3.972 |
| Post-synth EDFFs | 0 |
| Register cell area after layout | 296.5 sq um |
| OpenROAD warnings | 25 |
| Flop2flop setup slack | 1.44 ns |
| Area growth from synthesis to layout | 24.31% |
| Setup TNS | 0 ns |
| Worst clock skew | 0.006561 ns |
| Total power density per cell area | 715.9 nW/um^2 |
| Critical Path Slowest Stage Cell | or4b_1 |
| Drc violations | 0 |
| Delay-heaviest family, CP | AND-OR/OR-AND gates |
| Register bit total from synthesis | 13 |
| Slew of the pin with the lowest slew margin | around 0.55 ns |
| Worst max-slew margin expressed relative to the limit | 62.76% |
| Final Power | a little under 500 uW |
| Maximum number of pins on one net before global-route repair | 11 |
| Antenna violations before repair | 0 |
| Post-detail-place hpwl | 788 um |
| CP max stage delay | 0.60 ns |
| Number of nets still failing antenna checks after routing | 0 |
| Post-synthesis chip area from yosys | around 550 sq um |
| Initial DRC Count | 16 |
| Vertical die size | 80 um |
| Overall chip area | 6400 sq um |
| Worst Hold Margin | ~0.56 ns |
| Antenna Diode Count | 0 |
| Source-to-sink clock delay at the later pin of the worst-skew pair | between 0.2 and 0.3 ns |
| Post-Synthesis Cells | 56 |
| Highest-count cells in the layout ignoring fill and taps | 15 x nand2_1, 9 x dfrtp_1, 4 x inv_1, 4 x clkdlybuf4s50_1 |
| Crit path DRT | 3.62 ns |
| Number of endpoints failing setup at the final stage | 0 |
| RSZ-0062 raised after global routing | false |
| Class of the most critical hold timing path | flop to flop |
| Number of gates resized after cts | 0 |
| CTS max path bufs | 2 |
| Endpoints failing hold | 0 |
| Post-detailed-placement cell area | between 600 and 700 sq um |
| Number of vias in the routed layout | 433 |
| Critical Setup Path Class | flop to flop |
| Number of detailed-routing iterations run before antenna repair | 4 |
| Worst-case hold path end point | count[0] |
| Final wirelength | 1.014 mm |
| Logic area | 225.2 sq um |
| Clock-pin transition on the worst setup and hold timing paths | 0.07 ns |
| Number of cells on the worst hold path | 1 |
| R2R cell count | 5 |
| Number of buffers inserted during clock tree synthesis | 3 |
| Filler cells | roughly 390 |
-- where the power goes --
group          internal (uW)  switching, uW
Clock                   63.1           37.8
Sequential               172           58.3
Combinational           77.6           77.0
Total                    312            173
-- kinds of logic (layout without fill, tap and decap cells) --
logic type                 Yosys count  in the layout  share of synthesized area (%)
DFF                                 10             10                          46.10
adders and majority gates            1              1                          2.293
muxes                                1              1                          1.835
other                                1              1                         0.6874
buffers and inverters                6             13                          4.355
AOI/OAI and AO/OA                    7              7                          11.24
and+or+nand+nor                     27             27                          25.23
latches                              3              3                          8.256
-- how the worst max path moves through the flow --
stage	from	to	slack, ns	depth (start not counted)
5_1_grt	count[0]	count[2]	1.26	5
4_1_cts	count[0]	count[2]	1.43	5
6_report	count[0]	count[2]	1.44	5
-- cell type report --
cell class / instances / share of cell area (%)
Clock buffer: 4 / 5.351
Inverter: 4 / 2.214
Multi-Input combinational cell: 37 / 33.21
Sequential cell: 13 / 43.73
Timing Repair Buffer: 5 / 7.011
Tap cell: 46 / 8.487
-- metrics by stage --
step                      std cells  setup slack [ns]
after floorplan                  56             1.669
after global placement          105             1.489
after detailed placement        105             1.457
after CTS                       109             1.428
after global routing            109             1.264
final                           109             1.439
-- metal layers --
layer / GRT usage (%) / wire length [um] / part of all wire, %
met2: 5.136 / 393 / 39
met5: 0 / 0 / 0
met3: 1.477 / 92 / 9.1
met1: 4.221 / 518 / 51
met4: 0.7042 / 10 / 0.99
-- synthesized netlist by cell type (2+ instances only) --
cell type / instances
inv_1: 4
or2_2: 2
dlxtn_1: 3
nor4b_1: 2
nand2_1: 15
dfrtp_1: 9
-- worst register-to-register path: cells and delay by family (launching register included) --
kind                     cells  cell delay (ns)
AND-OR/OR-AND                2             0.68
AND/OR/NAND/NOR              1             0.60
flip-flops                   1             0.40
adder cells (fa/ha/maj)      1             0.18
buffers and inverters        1             0.07
Power and IR drop assume default switching activity.
